[flow/design.v]
module bram ( clk, wr_en, wr_addr, rd_addr, wr_din, wr_dout, rd_dout );
    parameter D_SIZE = 64;
    parameter Q_DEPTH = 8;
    localparam Q_SIZE = 1 << Q_DEPTH;
    input   clk;
    input   wr_en;
    input   [Q_DEPTH-1:0]   wr_addr;
    input   [Q_DEPTH-1:0]   rd_addr;
    input   [D_SIZE-1:0]    wr_din;
    output  [D_SIZE-1:0]    wr_dout;
    output  [D_SIZE-1:0]    rd_dout;
    reg     [D_SIZE-1:0]    ram [Q_SIZE-1:0];
    reg     [Q_DEPTH-1:0]   reg_wra;
    reg     [Q_DEPTH-1:0]   reg_rda;
    always @ (posedge clk) begin
        if(wr_en) begin
            ram[wr_addr] <= wr_din;
        end
        reg_wra <= wr_addr;
        reg_rda <= rd_addr;
    end
    assign wr_dout = ram[reg_wra];
    assign rd_dout = ram[reg_rda];
endmodule
module fifo ( clk, rst, d_in, d_out, wr_en, rd_en, f_empty, f_full, count );
    parameter D_SIZE = 32;
    parameter Q_DEPTH = 4;
    localparam Q_SIZE = 1 << Q_DEPTH;
    input                       clk;
    input                       rst;
    input       [D_SIZE-1:0]    d_in;
    output reg  [D_SIZE-1:0]    d_out;
    input                       wr_en;
    input                       rd_en;
    output                      f_empty;
    output                      f_full;
    output reg  [Q_DEPTH:0]     count;
    wire        [D_SIZE-1:0]    dout_bram;
    generate
        if(Q_DEPTH > 0) begin
            reg         [Q_DEPTH-1:0]   wr_ptr;
            reg         [Q_DEPTH-1:0]   rd_ptr; 
            always @ (posedge clk) begin
                if (rst) begin
                    wr_ptr <= { Q_DEPTH{1'b0} };
                    rd_ptr <= { Q_DEPTH{1'b0} };
                end else begin
                    if( !f_full && wr_en )
                        wr_ptr <= wr_ptr + { {(Q_DEPTH-1){1'b0}}, 1'b1 };
                    else
                        wr_ptr <= wr_ptr;
                    if( !f_empty && rd_en )
                        rd_ptr <= rd_ptr + { {(Q_DEPTH-1){1'b0}}, 1'b1 };
                    else
                        rd_ptr <= rd_ptr;
                end
            end
            always @ (posedge clk) begin
                if(rst) begin
                    d_out <= { D_SIZE {1'b0} };
                end else begin
                    if( !f_empty && rd_en ) d_out <= dout_bram;
                end
            end    
            bram # ( .D_SIZE(D_SIZE), .Q_DEPTH(Q_DEPTH) )
                 bram0 ( .clk(clk), .wr_en(!f_full && wr_en), .wr_addr(wr_ptr), .rd_addr(rd_ptr), .wr_din(d_in), .rd_dout(dout_bram) );
        end else begin
            reg [D_SIZE-1:0] ram;
            always @ (posedge clk) begin
                if(!f_full && wr_en) begin
                    ram <= d_in;
                end
            end
            always @ (posedge clk) begin
                if(rst) begin
                    d_out <= { D_SIZE {1'b0} };
                end else begin
                    if( !f_empty && rd_en ) d_out <= ram;
                end
            end
        end
    endgenerate
    assign f_empty = ~(|count);
    assign f_full = (count[Q_DEPTH] == 1'b1);
    always @ (posedge clk) begin
        if (rst) begin
            count <= { (Q_DEPTH+1){1'b0} };
        end else begin
            if ( !f_full & wr_en & !rd_en ) begin
                count <= count + { {Q_DEPTH{1'b0}}, 1'b1 };
            end else if ( !f_empty & rd_en & !wr_en ) begin
                count <= count + { {Q_DEPTH{1'b1}}, 1'b1 };  
            end else begin
                count <= count;
            end
        end
    end
endmodule
`timescale 1ns / 1ps
module rivyera_template_main # (
        parameter NUM_LEDS = 2
)(
        input                                   api_clk_in,
        input                                   api_rst_in,
        output      [NUM_LEDS-1:0]              api_led_out,
        input       [8-1:0]      api_hw_rev_in,
        input                                   api_self_contr_in,
        input       [10-1:0]   api_prev_contr_in,
        input       [10-1:0]   api_next_contr_in, 
        input       [10-1:0]   api_self_slot_in, 
        input       [5-1:0]   api_self_fpga_in, 
        output                                  api_o_clk_out,
        input                                   api_o_rfd_in,
        output      [10-1:0]   api_o_tgt_slot_out,
        output      [5-1:0]   api_o_tgt_fpga_out,
        output      [6-1:0]    api_o_tgt_reg_out,
        output      [1-1:0]         api_o_tgt_cmd_out,
        output      [6-1:0]    api_o_src_reg_out,
        output      [1-1:0]         api_o_src_cmd_out,
        output reg  [64-1:0]        api_o_data_out,
        output                                  api_o_wr_en_out, 
        output                                  api_i_clk_out,
        input       [10-1:0]   api_i_src_slot_in,
        input       [5-1:0]   api_i_src_fpga_in,
        input       [6-1:0]    api_i_src_reg_in,
        input       [1-1:0]         api_i_src_cmd_in,
        input       [6-1:0]    api_i_tgt_reg_in,
        input       [1-1:0]         api_i_tgt_cmd_in,
        input       [64-1:0]        api_i_data_in,
        input                                   api_i_empty_in,
        input                                   api_i_am_empty_in,
        output                                  api_i_rd_en_out
);
    localparam S_IDLE = 2'b00;
    localparam S_LOAD = 2'b01;
    localparam S_TASK = 2'b10;
    localparam C_SIZE_ADDR_REG = 1 << 6;
    localparam C_LEN_RDCOUNT = 8;
    localparam D_SIZE = 10 + 5 + 2 * 6 + C_LEN_RDCOUNT;
    reg     [64-1:0]        regs [C_SIZE_ADDR_REG-1:0];
    reg     [1:0]                       r_state;
    reg     [1:0]                       r_nextstate;
    reg     [1:0]                       w_state;
    reg     [1:0]                       w_nextstate;
    reg     [C_LEN_RDCOUNT-1:0]         w_counter;
    reg     [C_LEN_RDCOUNT-1:0]         w_nextcounter;
    wire                                clk;
    wire                                rst;
    reg     [3:0]                       rstcounter;
    reg                                 f_we;
    reg     [D_SIZE-1:0]                f_din;
    wire                                f_full;
    wire                                f_re;
    wire    [D_SIZE-1:0]                f_dout;
    wire                                f_empty;
    assign clk = api_clk_in;
    assign rst = |rstcounter;
    always @ (posedge api_clk_in) begin
        if(api_rst_in) begin
            rstcounter <= 4'hf;
        end else begin
            if(rst) rstcounter <= rstcounter + 4'hf;  
            else rstcounter <= rstcounter;
        end
    end
    assign api_i_clk_out = api_clk_in;
    assign api_o_clk_out = api_clk_in;
    assign api_led_out = {NUM_LEDS{1'b0}};
    always @ (posedge clk) begin
        r_state <= r_nextstate;
        w_state <= w_nextstate;
        w_counter <= w_nextcounter;
    end
    always @ (*) begin
        if(rst) begin
            r_nextstate = S_IDLE;
        end else begin
            case(r_state)
                S_IDLE: begin
                    if(!api_i_empty_in) begin
                        r_nextstate = S_LOAD;
                    end else begin
                        r_nextstate = S_IDLE;
                    end
                end
                S_LOAD: begin
                    r_nextstate = S_TASK;
                end
                S_TASK: begin
                    if(!f_full) begin
                        r_nextstate = S_IDLE;
                    end else begin
                        r_nextstate = S_TASK;
                    end
                end
                default: begin
                    r_nextstate = S_IDLE;
                end
            endcase
        end
    end
    assign api_i_rd_en_out = (r_state == S_LOAD);
    integer reg_index;
    always @ (posedge clk) begin
            if((r_state == S_IDLE) && (r_nextstate == S_LOAD) && (api_i_tgt_cmd_in == 1'b1)) begin
                regs[api_i_tgt_reg_in] <= api_i_data_in;
            end
    end
    always @ (posedge clk) begin
        if(rst) begin
            f_we <= 1'b0;
            f_din <= { D_SIZE {1'b0} };
        end else begin
            if((r_state == S_IDLE) && (r_nextstate == S_LOAD) && (api_i_tgt_cmd_in == 1'b0)) begin
                f_we <= 1'b1;
                f_din <= { api_i_src_slot_in, api_i_src_fpga_in, api_i_src_reg_in, api_i_tgt_reg_in, api_i_data_in[C_LEN_RDCOUNT-1:0] };
            end else begin
                f_we <= 1'b0;
                f_din <= f_din;
            end
        end
    end
    fifo # ( .D_SIZE(D_SIZE), .Q_DEPTH(2) ) fifo_read ( .clk(clk), .rst(rst),
             .d_in(f_din), .d_out(f_dout), .wr_en(f_we), .rd_en(f_re), .f_empty(f_empty), .f_full(f_full) );
    always @ (*) begin
        if(rst) begin
            w_nextstate = S_IDLE;
            w_nextcounter = { C_LEN_RDCOUNT { 1'b0 } };
        end else begin
            case(w_state)
                S_IDLE: begin
                    if(!f_empty) begin
                        w_nextstate = S_LOAD;
                        w_nextcounter = { C_LEN_RDCOUNT { 1'b0 } };
                    end else begin
                        w_nextstate = S_IDLE;
                        w_nextcounter = { C_LEN_RDCOUNT { 1'b0 } };
                    end
                end
                S_LOAD: begin
                    w_nextstate = S_TASK;
                    w_nextcounter = f_dout[C_LEN_RDCOUNT-1:0];
                end
                S_TASK: begin
                    if(|w_counter) begin
                        w_nextstate = S_TASK;
                        if(api_o_rfd_in) begin
                            w_nextcounter = w_counter + { C_LEN_RDCOUNT { 1'b1 } };  
                        end else begin
                            w_nextcounter = w_counter;
                        end
                    end else begin
                        w_nextstate = S_IDLE;
                        w_nextcounter = { C_LEN_RDCOUNT { 1'b0 } };
                    end
                end
                default: begin
                    w_nextstate = S_IDLE;
                    w_nextcounter = { C_LEN_RDCOUNT { 1'b0 } };
                end
            endcase
        end
    end
    assign f_re = (w_state == S_IDLE) && (~f_empty);
    assign api_o_tgt_slot_out = f_dout[(C_LEN_RDCOUNT + 2 * 6 + 5) +: 10];
    assign api_o_tgt_fpga_out = f_dout[(C_LEN_RDCOUNT + 2 * 6) +: 5];
    assign api_o_tgt_reg_out = f_dout[(C_LEN_RDCOUNT + 6) +: 6];
    assign api_o_tgt_cmd_out = 1'b1;
    assign api_o_src_reg_out = f_dout[C_LEN_RDCOUNT +: 6];
    assign api_o_src_cmd_out = 1'b1;
    assign api_o_wr_en_out = (w_state == S_TASK) && (|w_counter) && (api_o_rfd_in);
    always @ (posedge clk) begin
        if(rst) begin
            api_o_data_out <= { 64 {1'b0} };
        end else begin
            if(w_state == S_LOAD) begin
                api_o_data_out <= regs[api_o_src_reg_out];
            end
        end
    end
endmodule
[flow/run.sh]
#!/bin/bash
# OpenROAD 26Q1-2900-gdf79404cd8, Yosys 0.63+post, stock flow scripts
make -C /OpenROAD-flow-scripts/flow DESIGN_CONFIG=/design/flow/config.mk WORK_HOME=/design/flow/orfs finish
[flow/config.mk]
export PLATFORM = sky130hd
export DESIGN_NAME = rivyera_template_main
export DESIGN_NICKNAME = rivyera_template_main
export VERILOG_FILES = /design/flow/design.v
export SDC_FILE = /design/flow/constraint.sdc
export NUM_CORES = 4
export LEC_CHECK = 1
export CORE_UTILIZATION = 40
export SYNTH_MEMORY_MAX_BITS = 65536
[flow/constraint.sdc]
current_design rivyera_template_main

set clk_period 71.2
set clk_io_pct 0.2

create_clock -name clk0 -period $clk_period [get_ports {api_clk_in}]

set non_clock_inputs [all_inputs -no_clocks]
set_input_delay [expr $clk_period * $clk_io_pct] -clock clk0 $non_clock_inputs
set_output_delay [expr $clk_period * $clk_io_pct] -clock clk0 [all_outputs]
==> summary.txt <==
dpl ws = 20,990 ps
first-pass GRT wire length = 643,000 microns
post-route ant nets = 0
kind of critical path = clk -> out
worst path bufs/invs = 3
CTS tree = done
DR pass1 iterations = 6
dpl cell area = 176,000 sq um
routed wire length = 456,000 microns
yosys warns = 3
vias in the first global route = 90,000
critical path data arrival time = 36,240 ps
Reg clk slew, reported paths = 60 ps
pin count of the biggest net entering global routing = 77
Mean Syn Cell Area = 21.5 sq um
EDFF count, synth = 4,236
RSZ-0062 raised after global routing = false
Max Cap Violations = 0
leakage power = 58.2 nW
pwr dens = 27.1 nW/um^2
Ports = 241
layout filler cell count = 33,400
hold_ws = 363 ps
Synth area leader = edfxtp_1
chip area = 419,000 sq um
Gate Area = 34,200 sq um
placer congestion estimate = 0.844
CP max stage delay = 390 ps
asr flop ratio synth = 0%
Clk Latency, worst-skew pair = 1130 ps
Post-synth seq share = 78.3%
vias after detailed routing = 81,500
setup tns final = 0 ps
Synth Flop Type = edfxtp_1
synth-to-layout area growth = 14.4%
Flops after synth = 4,398
endpoint class of the critical path = output port
hold_buf cts = 0
worst min-delay path class = reg -> reg
fp_density = 40.2%
HPWL after DPL = 256,000 microns
ys cells = 7,760
Core Area = 414,000 sq um
Crit path max-delay family = buffers and inverters
Worst setup SP type = clock port
Post-synth area hogs = edfxtp_1 76%, mux4_2 12%, mux2i_1 2.4%
status = finished clean
Hold Vio Cnt, Final = 0
PortBufs = 190
post-route design area = 191,000 sq um
Cell Rows = 236
Netlist cell types = 66
top post-synthesis cells by count = 4,236 x edfxtp_1, 918 x mux4_2, 404 x mux2i_1, 364 x nand2_1, 199 x clkbuf_1
Tot GR Track Use = 24.1%
die width = 647 microns
CP Cell Sequence = clkbuf_16 > clkbuf_16 > clkdlybuf4s50_1
CP max-delay cell = clkdlybuf4s50_1
total gr overflow = 0
Final WS setup = 20,720 ps
relative slew slack = 33.2%
Final Util = 46.0%
CP most frequent cell = clkbuf_16
CP required = 56,960 ps
initial drt markers = 5,096
chip height = 647 microns
Final Skew = 91.8 ps
Post-route DRC = 0
# setup viols final = 0
Slew Viols, Final = 0
number of vias per cell = 5.75
Flop area = 130,000 sq um
WL/cell = 32.2 microns
Max VDD drop = 0.0232 mV
layout cells sized above 1 = 24.1%
Chip Area, Yosys = 167,000 sq um
Post-CTS Resized = 0
critical path peak fanout = 2
post-synth top area share = 76.4%
top-count cell post-synth = edfxtp_1
synthesized area = 167,000 sq um
actual slew at the worst max-slew pin = 1000 ps
Log Warnings = 79
Post-CTS Setup Repair Bufs = 0
Post-Synthesis Cells = 7,760
initial antenna violation count = 12
==> routing by layer <==
metal,vias up,track usage [%],wire (microns)
met5,-,1.51,827
met4,22,7.19,17300
met3,888,21.9,92600
met2,6184,34.7,212000
met1,40800,25.6,134000
li1,33600,-,-
==> cell type report <==
type | instances | share of cell area, %
antenna | 11 | 0.0144
inverter | 60 | 0.123
tap | 5474 | 3.59
clock buffer | 578 | 6.24
sequential | 4398 | 68.4
clock inverter | 244 | 1.32
timing repair buffer | 563 | 2.34
multi-input combinational | 2836 | 17.9
==> kinds of logic (layout without fill, tap and decap cells) <==
logic type / Yosys count / count (layout) / synth area share [%]
other cells: 2 / 15 / 0.00451
simple gates: 699 / 699 / 1.93
xor+xnor: 10 / 10 / 0.0526
compound gates: 779 / 779 / 3.16
flops: 4398 / 4398 / 78.3
buf+inv: 528 / 1445 / 1.55
fa+ha+maj: 9 / 9 / 0.0721
mux: 1335 / 1335 / 14.9
==> through the flow <==
stage | total power (W) | cells
after floorplan | 0.00289 | 7762
after global placement | 0.00293 | 13300
after detailed placement | 0.00293 | 13300
after CTS | 0.00520 | 14200
after global routing | 0.00530 | 14200
final | 0.00517 | 14200
==> placed cells by master (no fill, tap or decap), drive strengths merged, types with 7 or more instances in the layout <==
cell type / n
diode: 11
edfxtp: 4236
nand2b: 8
inv: 70
o21a: 8
a21oi: 154
nand4: 7
ha: 8
a211o: 48
nand2: 364
nor2: 110
mux4: 918
nand3b: 7
nor2b: 9
mux2i: 404
a31oi: 60
clkinvlp: 11
o221ai: 96
clkinv: 186
dfxtp: 162
xor2: 7
clkbuf: 576
o21ai: 71
mux2: 13
o2111ai: 7
a22oi: 104
nand3: 43
or4: 33
clkdlybuf4s50: 126
and2: 57
nor3: 12
buf: 439
bufinv: 37
o22ai: 170
or3: 25
a22o: 29
==> sequential cells by signal, indices dropped and copies added, names as in the netlist <==
name                             flops
fifo_read.genblk1.bram0.reg_rda      2
w_counter                            8
fifo_read.genblk1.rd_ptr             2
fifo_read.genblk1.wr_ptr             2
r_state                              3
fifo_read.count                      3
regs                              4096
rstcounter                           4
api_o_data_out                      64
f_din                               35
fifo_read.genblk1.bram0.ram        140
w_state                              3
f_we                                 1
fifo_read.d_out                     35
==> power by group <==
| group | leakage [nW] | internal, W | total, W | switching, W |
|---|---|---|---|---|
| logic | 11.6 | 0.00000557 | 0.0000439 | 0.0000384 |
| registers | 39.6 | 0.00283 | 0.00283 | 0.000000142 |
| clock network | 7.01 | 0.00131 | 0.00229 | 0.000977 |
| total | 58.2 | 0.00415 | 0.00517 | 0.00102 |
==> final timing paths <==
| kind | start | end | slack, ps | cells after the start |
|---|---|---|---|---|
| setup / recovery | api_clk_in | api_o_clk_out | 20720 | 3 |
| hold / removal | fifo_read.genblk1.rd_ptr[1] | fifo_read.genblk1.bram0.reg_rda[1] | 360 | 0 |
| setup reg to reg | fifo_read.d_out[8] | api_o_data_out[54] | 64530 | 11 |
| hold reg to reg | fifo_read.genblk1.rd_ptr[1] | fifo_read.genblk1.bram0.reg_rda[1] | 360 | 0 |
No activity file was given, so power comes from the tool's default toggle rates.
